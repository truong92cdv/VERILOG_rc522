### flow/config.mk
export PLATFORM = sky130hd
export DESIGN_NAME = top
export DESIGN_NICKNAME = top
export VERILOG_FILES = /design/flow/design.v
export SDC_FILE = /design/flow/constraint.sdc
export NUM_CORES = 4
export LEC_CHECK = 1
export CORE_UTILIZATION = 30
### flow/constraint.sdc
current_design top

set clk_period 4.5
set clk_io_pct 0.2

create_clock -name clk0 -period $clk_period [get_ports {clk}]

set non_clock_inputs [all_inputs -no_clocks]
set_input_delay [expr $clk_period * $clk_io_pct] -clock clk0 $non_clock_inputs
set_output_delay [expr $clk_period * $clk_io_pct] -clock clk0 [all_outputs]
### flow/design.v
module rc522 (
    input               clk,             
    input               rst_n,           
    input               miso,            
    output              sclk,            
    output              mosi,            
    output              cs_n,            
    output reg          rst,             
    output reg [31:0]   UID,             
    output reg          card_OK,         
    output              RGB1_B,
    output              RGB1_G,
    output              RGB1_R,
    output              RGB2_B,
    output              RGB2_G,
    output              RGB2_R          
);
    localparam  CommandReg              = 8'h01 << 1,    
                ComIEnReg               = 8'h02 << 1,    
                DivIEnReg               = 8'h03 << 1,    
                ComIrqReg               = 8'h04 << 1,    
                DivIrqReg               = 8'h05 << 1,    
                ErrorReg                = 8'h06 << 1,    
                Status1Reg              = 8'h07 << 1,    
                Status2Reg              = 8'h08 << 1,    
                FIFODataReg             = 8'h09 << 1,    
                FIFOLevelReg            = 8'h0A << 1,    
                WaterLevelReg           = 8'h0B << 1,    
                ControlReg              = 8'h0C << 1,    
                BitFramingReg           = 8'h0D << 1,    
                CollReg                 = 8'h0E << 1,    
                ModeReg                 = 8'h11 << 1,    
                TxModeReg               = 8'h12 << 1,    
                RxModeReg               = 8'h13 << 1,    
                TxControlReg            = 8'h14 << 1,    
                TxASKReg                = 8'h15 << 1,    
                TxSelReg                = 8'h16 << 1,    
                RxSelReg                = 8'h17 << 1,    
                RxThresholdReg          = 8'h18 << 1,    
                DemodReg                = 8'h19 << 1,    
                MfTxReg                 = 8'h1C << 1,    
                MfRxReg                 = 8'h1D << 1,    
                SerialSpeedReg          = 8'h1F << 1,    
                CRCResultRegH           = 8'h21 << 1,    
                CRCResultRegL           = 8'h22 << 1,
                ModWidthReg             = 8'h24 << 1,    
                RFCfgReg                = 8'h26 << 1,    
                GsNReg                  = 8'h27 << 1,    
                CWGsPReg                = 8'h28 << 1,    
                ModGsPReg               = 8'h29 << 1,    
                TModeReg                = 8'h2A << 1,    
                TPrescalerReg           = 8'h2B << 1,    
                TReloadRegH             = 8'h2C << 1,    
                TReloadRegL             = 8'h2D << 1,
                TCounterValueRegH       = 8'h2E << 1,    
                TCounterValueRegL       = 8'h2F << 1,
                TestSel1Reg             = 8'h31 << 1,    
                TestSel2Reg             = 8'h32 << 1,    
                TestPinEnReg            = 8'h33 << 1,    
                TestPinValueReg         = 8'h34 << 1,    
                TestBusReg              = 8'h35 << 1,    
                AutoTestReg             = 8'h36 << 1,    
                VersionReg              = 8'h37 << 1,    
                AnalogTestReg           = 8'h38 << 1,    
                TestDAC1Reg             = 8'h39 << 1,    
                TestDAC2Reg             = 8'h3A << 1,    
                TestADCReg              = 8'h3B << 1;    
    localparam  PCD_Idle                = 8'h00,         
                PCD_Mem                 = 8'h01,         
                PCD_GenerateRandomID    = 8'h02,         
                PCD_CalcCRC             = 8'h03,         
                PCD_Transmit            = 8'h04,         
                PCD_NoCmdChange         = 8'h07,         
                PCD_Receive             = 8'h08,         
                PCD_Transceive          = 8'h0C,         
                PCD_MFAuthent           = 8'h0E,         
                PCD_SoftReset           = 8'h0F;         
    localparam  PICC_CMD_REQA           = 8'h26,         
                PICC_CMD_WUPA          = 8'h52,          
                PICC_CMD_CT            = 8'h88,          
                PICC_CMD_SEL_CL1       = 8'h93,          
                PICC_CMD_SEL_CL2       = 8'h95,          
                PICC_CMD_SEL_CL3       = 8'h97,          
                PICC_CMD_HLTA          = 8'h50,          
                PICC_CMD_RATS          = 8'hE0,          
                PICC_CMD_MF_AUTH_KEY_A = 8'h60,          
                PICC_CMD_MF_AUTH_KEY_B = 8'h61,          
                PICC_CMD_MF_READ       = 8'h30,          
                PICC_CMD_MF_WRITE      = 8'hA0,          
                PICC_CMD_MF_DECREMENT  = 8'hC0,          
                PICC_CMD_MF_INCREMENT  = 8'hC1,          
                PICC_CMD_MF_RESTORE    = 8'hC2,          
                PICC_CMD_MF_TRANSFER   = 8'hB0,          
                PICC_CMD_UL_WRITE      = 8'hA2;          
    localparam  uid_1 = 32'h2359A629;        
    localparam  uid_2 = 32'hF3F3A414;        
    reg [5:0]   LED_state;              
    assign RGB1_B = LED_state[5];
    assign RGB1_G = LED_state[4];
    assign RGB1_R = LED_state[3];
    assign RGB2_B = LED_state[2];
    assign RGB2_G = LED_state[1];
    assign RGB2_R = LED_state[0];
    reg         spi_start;
    reg [15:0]  data_tx;     
    wire [7:0]  data_rx;
    wire        spi_busy;
    reg         new_card;
    spi spi_module (
        .clk            (clk),
        .rst_n          (rst_n),
        .spi_start      (spi_start),
        .data_tx        (data_tx),
        .data_rx        (data_rx),
        .sclk           (sclk),
        .mosi           (mosi),
        .miso           (miso),
        .cs_n           (cs_n),
        .spi_busy       (spi_busy)
    );
    reg [31:0]  cnt;
    reg [2:0]   cnt_2; 
    reg [7:0]   FIFOLevelReg_Value;
    reg [7:0]   BCC;
    reg [9:0] instr_step;
    task spi_write;
        input [7:0] reg_addr;
        input [7:0] value;
        begin
            spi_start   <= 1;
            data_tx     <= {reg_addr, value};
        end
    endtask
    task spi_read;
        input [7:0] reg_addr;
        begin
            spi_start   <= 1;
            data_tx     <= {reg_addr | 8'h80, 8'h00};
        end
    endtask
    always @(posedge clk or negedge rst_n) begin
        if (~rst_n) begin
            instr_step      <= 0;
            spi_start       <= 0;
            rst             <= 1;
            UID             <= 32'h00000000;
            LED_state       <= 6'b000000;
            cnt             <= 0;
            cnt_2           <= 0;
            new_card        <= 0;
            card_OK         <= 0;
        end else begin
            if  (&cnt[4:0] && spi_start)                                     
                spi_start   <= 0;
            if  (&cnt[16:0] && ~spi_busy) begin                              
                case (instr_step)
                    1:  rst <= 0;                                            
                    2:  rst <= 1;                                            
                    50: spi_write (TxModeReg,       8'h00);                  
                    51: spi_write (RxModeReg,       8'h00);                  
                    52: spi_write (ModWidthReg,     8'h26);                  
                    53: spi_write (TModeReg,        8'h80);                  
                    54: spi_write (TPrescalerReg,   8'hA9);            
                    55: spi_write (TReloadRegH,     8'h03);
                    56: spi_write (TReloadRegL,     8'hE8);
                    57: spi_write (TxASKReg,        8'h40);                  
                    58: spi_write (ModeReg,         8'h3D);                  
                    59: spi_read  (TxControlReg);
                    60: spi_write (TxControlReg,    8'h03 | data_rx);        
                    62: spi_write (CommandReg,      PCD_Idle);               
                    63: spi_write (ComIrqReg,       8'h7F);                  
                    64: spi_write (FIFOLevelReg,    8'h80);                  
                    65: spi_write (FIFODataReg,     PICC_CMD_REQA);          
                    66: spi_write (BitFramingReg,   8'h07);                  
                    67: spi_write (CommandReg,      PCD_Transceive);         
                    68: spi_write (BitFramingReg,   8'h87);                  
                    70: spi_read  (ComIrqReg);                               
                    71: if (data_rx[5])                                      
                            new_card <= 1;
                    73: spi_write (FIFOLevelReg,    8'h80);                  
                    74: spi_write (FIFODataReg,     PICC_CMD_SEL_CL1);       
                    75: spi_write (FIFODataReg,     8'h20);
                    76: spi_write (BitFramingReg,   8'h00);                  
                    77: spi_write (CommandReg,      PCD_Transceive);         
                    78: spi_write (BitFramingReg,   8'h80);                  
                    83: spi_read  (FIFOLevelReg);
                    84: FIFOLevelReg_Value <= data_rx;
                    85: spi_read  (FIFODataReg);
                    86: UID[31:24] <= data_rx;
                    87: spi_read  (FIFODataReg);
                    88: UID[23:16] <= data_rx;
                    89: spi_read  (FIFODataReg);
                    90: UID[15:8] <= data_rx;
                    91: spi_read  (FIFODataReg);
                    92: UID[7:0] <= data_rx;
                    93: spi_read  (FIFODataReg);
                    94: BCC <= data_rx;                                     
                    95: new_card <= 0;
                    96: if ((FIFOLevelReg_Value == 5) && (BCC == (UID[31:24] ^ UID[23:16] ^ UID[15:8] ^ UID[7:0])))
                            card_OK <= 1;
                    97: card_OK <= 0;
                    98: LED_state <= (UID == uid_1) ? 6'b111000 : (UID == uid_2) ? 6'b000111 : 6'b000000;
                    500:LED_state <= 6'b000000;
                endcase
                if (instr_step == 72 && ~new_card) begin
                    cnt_2 <= cnt_2 + 1;
                    if (cnt_2 == 5) begin
                        cnt_2 <= 0;
                        instr_step <= 62;
                    end else
                        instr_step <= 70;
                end else if (instr_step == 501)
                    instr_step <= 62;
                else
                    instr_step <= instr_step + 1;
            end
            cnt <= cnt + 1;
        end
    end
endmodule
module spi (
    input               clk,                 
    input               rst_n,               
    input               spi_start,           
    input      [15:0]   data_tx,             
    input               miso,                
    output reg  [7:0]   data_rx,             
    output reg          sclk,                
    output reg          mosi,                
    output reg          cs_n,                
    output              spi_busy             
);
    reg [4:0]   bit_cnt;                     
    reg [4:0]   cnt;                         
    reg [15:0]  shift_reg;                   
    reg [1:0]   state;                       
    reg         miso_sync;                   
    localparam  IDLE        = 2'b00, 
                LOAD        = 2'b01, 
                TRANSFER    = 2'b10, 
                DONE        = 2'b11;
    assign spi_busy = (state != IDLE);
    always @(posedge clk) begin
        miso_sync <= miso;
    end
    always @(posedge clk or negedge rst_n) begin
        if (!rst_n) begin
            state       <= IDLE;
            sclk        <= 0;
            cs_n        <= 1;
            mosi        <= 0;
            data_rx     <= 0;
            bit_cnt     <= 0;
            cnt         <= 0;
            shift_reg   <= 0;
        end else begin
            case (state)
                IDLE: begin
                    cs_n <= 1;
                    sclk <= 0;
                    if (spi_start) begin
                        state       <= LOAD;
                        shift_reg   <= data_tx;
                    end
                end
                LOAD: begin
                    cs_n    <= 0;
                    state   <= TRANSFER;
                    bit_cnt <= 16;
                end
                TRANSFER: begin
                    if (bit_cnt > 0) begin
                        cnt <= cnt + 1;
                        case (cnt)
                            0:  sclk <= 0;
                            8:  mosi <= shift_reg[15];                                
                            16: begin
                                sclk <= 1;
                                shift_reg <= {shift_reg[14:0], miso_sync};
                            end
                            24: bit_cnt <= bit_cnt - 1;
                        endcase
                    end else begin
                        cnt <= cnt + 1;
                        if (cnt == 0) begin
                            sclk    <= 0;
                            state   <= DONE;
                            data_rx <= shift_reg[7:0];
                        end
                    end
                end
                DONE: begin
                    cnt <= cnt + 1;
                    if (cnt == 16) begin
                        cnt     <= 0;
                        cs_n    <= 1;
                        state   <= IDLE;
                    end else begin
                        state   <= DONE;
                    end
                end
                default: state  <= IDLE;
            endcase
        end
    end
endmodule
module top(
    input       clk,
    input       rst_n,
    input       miso,
    output      sclk,
    output      mosi,
    output      cs_n,
    output      rst,
    output      RGB1_B,
    output      RGB1_G,
    output      RGB1_R,
    output      RGB2_B,
    output      RGB2_G,
    output      RGB2_R
);
    wire        card_OK;
    wire [31:0] UID;
    rc522 rc522_inst(
        .clk            (clk),
        .rst_n          (rst_n),
        .miso           (miso),
        .sclk           (sclk),
        .mosi           (mosi),
        .cs_n           (cs_n),
        .rst            (rst),
        .UID            (UID),
        .card_OK        (card_OK),
        .RGB1_B         (RGB1_B),
        .RGB1_G         (RGB1_G),
        .RGB1_R         (RGB1_R),
        .RGB2_B         (RGB2_B),
        .RGB2_G         (RGB2_G),
        .RGB2_R         (RGB2_R)
    );
endmodule
### flow/run.sh
#!/bin/bash
# OpenROAD 26Q1-2900-gdf79404cd8, Yosys 0.63+post, stock flow scripts
make -C /OpenROAD-flow-scripts/flow DESIGN_CONFIG=/design/flow/config.mk WORK_HOME=/design/flow/orfs finish
==> results.yml <==
# yosys + openroad results
route:
  drc: 0
  wl_met1_um: 6610
  routed-via-count: 4314
  met2_length_um: 6050
  ant_nets: 0
  routedWlPerCell_um: 15.5
  drtIter0Drc: 297
  topRoutingLayerUsed: "met4"
  avgViaCountPerCell: 5.06
  wl_um: 13200
  diodes: 0
  met3WireLength_um: 450
  first_pass_iters: 4
timing:
  fin_ws_ps: 1280
  setup_violations: 0
  finalSetupTns_ps: 0
  finClkSkew_ps: 7.41
  slew_headroom_pct: 53.8
  finalCritPeriodShare_pct: 71.6
  tightest_slew_ps: 694
  drv_slew: 0
  hold_viol: 0
  timing.hold.ws_ps: 469
  finalCriticalPeriod_ps: 3220
  fmaxAchievable_mhz: 311
  rsz0062_at_grt: "no"
clocking:
  cts_made_buffers: 17
  clock-sinks: 122
  tritoncts: "yes"
  cts-root-buf: "clkbuf_16"
  path_clk_slew_ps: 60
  clockBufferDepth: 2
  ctsResizeCount: 0
  clock_latency_ps: 410
  cts_setup_buffers: 0
  cts_hold_buf: 0
  cts_max_level: 4
cells_and_area:
  utilization_pct: 35.7
  synthToLayoutAreaGrowth_pct: 15.1
  drive_gt1_share_pct: 23.5
  largest_reg_flops: 32
  final_cell_mix: "dfrtp_1 (104), mux2_2 (67), nand2_1 (34)"
  lay_top_count: "dfrtp_1"
power:
  ir_drop_mv: 0.189
  power.total_uw: 2510
  leakagePower_uw: 0.00316
  p_per_area_nw_per_um2: 345
min_path:
  hold_path_class: "reg -> reg"
  hp-start: "rc522_inst.cnt[14]$_DFF_PN0_"
  worstHoldPathCells: 1
  min_to: "rc522_inst.cnt[14]$_DFF_PN0_"
grt:
  antenna_found_initial: 0
  grt_max_degree: 57
  gr-usage-all-layers_pct: 13.4
  grt-ovfl-total: 0
  grt_first_pass_wirelength_um: 22800
  grt_pass1_vias: 4312
synth:
  postSynthSeqShare_pct: 49.4
  syn-instance-count: 567
  ys_async_sr_fraction_pct: 86.9
  ys_types: 75
  ys_seq_elements: 122
  avgSynthCellArea_um2: 11.2
  ys_cells: 567
  yosys_warnings: 2
  synthFlopType: "dfrtp_1"
  edf_count: 15
  ys_area_um2: 6330
  netlist_area_um2: 6330
place:
  port_buffers: 12
  place.gp.congestion: 0.904
  preCtsSetupSlack_ps: 1340
  dpl.hpwl_um: 8900
worst_setup_path:
  cp_slowest_stage_delay_ps: 630
  criticalPathCategory: "reg -> reg"
  r2r-start: "rc522_inst.cnt[0]$_DFF_PN0_"
  crit_slowest_cell: "or3b_2"
  r2r-end: "rc522_inst.UID[20]$_DFFE_PN0P_"
  worstPathCellList: "ha_1, nand3_1, nor4_1, ha_1, or3b_2, or3_1, mux2_4"
  worst_path_most_repeated_cell: "ha_1"
  cp_top_family: "simple AND/OR/NAND/NOR gates"
  cp-end-kind: "flip-flop"
  worstPathArrival_ps: 3510
  reg2regPathDepth: 7
  crit_path_max_fanout: 19
  crit_required_ps: 4790
  start_kind: "flip-flop"
  critPathBufInv: 0
  rrSetupSlack_ps: 1280
floorplan:
  fp_util_pct: 31.0
  fp.dieW_um: 147
  placeableCoreArea_um2: 20400
  die_height_um: 147
  rows: 52
  dieArea_um2: 21700
  ios: 13
run:
  warnings: 30
  cap_viol_max_count: 0
status:
  status: "finished, final reports clean"
==> report_power, final <==
part           switching (uW)  internal [uW]  total, uW
registers               0.141           1110       1110
logic                    18.2           1.86       20.0
clock network             488            887       1380
total                     507           2000       2510
==> cells in the mapped netlist, drive strengths merged, types with 4 or more instances <==
| library cell | n | area share, % |
|---|---|---|
| or2 | 7 | 0.69 |
| o21ai | 27 | 2.1 |
| clkbuf | 23 | 1.4 |
| a211oi | 4 | 0.47 |
| and3 | 6 | 0.59 |
| a22o | 5 | 0.69 |
| o22ai | 5 | 0.49 |
| xnor2 | 11 | 1.5 |
| nand4 | 13 | 1.5 |
| nor3 | 9 | 0.89 |
| nor2 | 25 | 1.5 |
| a31oi | 4 | 0.40 |
| and4 | 4 | 0.55 |
| buf | 11 | 1.1 |
| dfrtp | 104 | 41 |
| ha | 11 | 2.2 |
| nor2b | 8 | 0.79 |
| xor2 | 5 | 0.69 |
| nand3 | 29 | 2.5 |
| nor4b | 4 | 0.79 |
| a21oi | 15 | 1.2 |
| or3 | 10 | 1.1 |
| nand2 | 34 | 2.0 |
| mux2 | 75 | 14 |
| nor4bb | 4 | 0.63 |
| inv | 21 | 1.2 |
| or4 | 5 | 0.59 |
| edfxtp | 15 | 7.1 |
| nor3b | 4 | 0.47 |
| nor4 | 5 | 0.49 |
| nand2b | 8 | 0.79 |
==> worst max-delay path by stage <==
stage,start,slack [ps],cells after the start,to
global route,rc522_inst.cnt[2]$_DFF_PN0_,1040,7,rc522_inst.UID[17]$_DFFE_PN0P_
CTS,rc522_inst.cnt[0]$_DFF_PN0_,1290,7,rc522_inst.UID[20]$_DFFE_PN0P_
finish,rc522_inst.cnt[0]$_DFF_PN0_,1280,7,rc522_inst.UID[20]$_DFFE_PN0P_
==> kinds of logic after synthesis <==
family / after synthesis / share of synthesized area, %
buffers and inverters: 56 / 3.74
and+or+nand+nor: 188 / 17.9
DFF: 122 / 49.4
AOI/OAI and AO/OA: 97 / 10.5
xor gates and xnor gates: 16 / 2.21
adders and majority gates: 11 / 2.17
muxes: 77 / 14.1
==> through the flow <==
step	std cells	instance area, um^2
6_report	853	7290
5_1_grt	853	7290
4_1_cts	853	7290
3_5_place_dp	821	6680
3_3_place_gp	821	6680
2_1_floorplan	567	6330
==> cell type report <==
class,count,area (um^2)
Clock inverter,14,170
Timing Repair Buffer,18,163
Multi-Input combinational cell,389,2970
Fill cell,1933,13100
Inverter,22,82.6
Tap cell,270,338
Sequential cell,122,3130
Clock buffer,18,439
==> per-layer routing <==
layer / vias to the layer above / GRT usage (%)
li1: 2116 / -
met1: 2115 / 21.3
met2: 77 / 19.8
met3: 6 / 2.66
met4: 0 / 1.65
met5: - / 0
Power is estimated from default activity; no workload was simulated.
